`flow/design.v`:
```
module cofre_digital2 (
    input wire clk,          
    input wire reset,        
    input wire A,            
    input wire B,            
    input wire [3:0] senha,  
    input wire SAF,          
    input wire H,            
    input wire reset_senha,  
    output wire [6:0] display0,  
    output wire [6:0] display1,  
    output wire [6:0] display2,  
    output wire [6:0] display3,  
    output wire [6:0] display4,  
    output wire [6:0] display5,  
    output wire dp0,         
    output wire dp1,         
    output wire dp2,         
    output wire dp3,         
    output wire dp4,         
    output wire dp5,         
    output wire CLOSE,       
    output wire abertura,    
    output wire SPA,         
    output wire SPN,         
	 output wire LED_SAF, 	  
	 output wire LED_RS, 	  
    output wire LED_A,       
	 output wire [2:0] estado_dbg,
    output wire [2:0] off_leds  
);
    wire reset_clean, B_clean;
    wire [2:0] estado_atual;
    reg B_sync, rst_sync, B_sync_d1, rst_sync_d1;
    reg B_clean_reg, reset_clean_reg;
    always @(posedge clk) begin
        B_sync      <= B;
        B_sync_d1   <= B_sync;
        rst_sync    <= reset;
        rst_sync_d1 <= rst_sync;
    end
    assign B_clean = B_sync & ~B_sync_d1;
    assign reset_clean = rst_sync_d1 & ~rst_sync;
    assign LED_A = A;
	 assign LED_SAF = SAF;
	 assign LED_RS = reset_senha;
    state_machine sm (
        .clk(clk), .reset(reset_clean), .A(A), .B(B_clean), .senha(senha),
        .SAF(SAF), .H(H), .reset_senha(reset_senha), 
        .estado_atual(estado_atual), .SPA(SPA), .SPN(SPN)
    );
    output_driver od (
        .clk(clk), .reset(reset_clean), .estado_atual(estado_atual),
        .display0(display0), .display1(display1), .display2(display2),
        .display3(display3), .display4(display4), .display5(display5),
        .dp0(dp0), .dp1(dp1), .dp2(dp2), .dp3(dp3), .dp4(dp4), .dp5(dp5),
        .CLOSE(CLOSE), .abertura(abertura)
    );
    assign estado_dbg = estado_atual;
    assign off_leds = 5'b00000;  
endmodule
module output_driver (
    input wire clk, reset,
    input wire [2:0] estado_atual,
	 input wire [2:0] estado_anterior,
    output reg [6:0] display0,  
    output reg [6:0] display1,  
    output reg [6:0] display2,  
    output reg [6:0] display3,  
    output reg [6:0] display4,  
    output reg [6:0] display5,  
    output reg dp0,         
    output reg dp1,         
    output reg dp2,         
    output reg dp3,         
    output reg dp4,         
    output reg dp5,         
    output reg CLOSE,       
    output reg abertura     
);
    parameter A = 7'b0001000;    
    parameter B = 7'b0000011;    
    parameter E = 7'b0000110;    
    parameter F = 7'b0001110;    
    parameter P = 7'b0001100;    
    parameter L = 7'b1000111;    
    parameter M = 7'b0101010;    
    parameter ONE = 7'b1111001;  
    parameter TWO = 7'b0100100;  
    parameter OFF = 7'b1111111;  
    always @(posedge clk) begin
        if (reset) begin
            display0 <= OFF;
            display1 <= OFF;
            display2 <= OFF;
            display3 <= OFF;
            display4 <= OFF;
            display5 <= OFF;
            dp0 <= 1'b1;   
            dp1 <= 1'b1;   
            dp2 <= 1'b1;   
            dp3 <= 1'b1;   
            dp4 <= 1'b1;   
            dp5 <= 1'b1;   
            CLOSE <= 1'b0;
            abertura <= 1'b0;
        end else begin
            case (estado_atual)
                3'b000: begin  
                    display0 <= B;       
                    display1 <= A;       
                    display2 <= OFF;
                    display3 <= OFF;
                    display4 <= OFF;
                    display5 <= OFF;
                    CLOSE <= 1'b0;
                    abertura <= 1'b1;
                end
                3'b001: begin  
                    display0 <= E;
                    display1 <= F;
                    display2 <= OFF;
                    display3 <= OFF;
                    display4 <= L;       
                    display5 <= A;       
                    CLOSE <= 1'b1;
                    abertura <= 1'b0;
                end
                3'b010: begin  
                    display0 <= E;
                    display1 <= F;
                    display2 <= OFF;
                    display3 <= OFF;
                    display4 <= F;       
                    display5 <= P;       
                    CLOSE <= 1'b1;
                    abertura <= 1'b0;
                end
                3'b011: begin  
						  if (estado_anterior == 3'b001) begin  
							display0 <= E;
							display1 <= F;
							display2 <= OFF;
							display3 <= OFF;
							display4 <= OFF;
							display5 <= OFF;
							end else if (estado_anterior == 3'b010) begin  
							display0 <= E;
							display1 <= F;
							display2 <= OFF;
							display3 <= OFF;
							display4 <= F;
							display5 <= P;
							end else begin  
							display0 <= E;
							display1 <= F;
							display2 <= OFF;
							display3 <= OFF;
							display4 <= OFF;
							display5 <= OFF;
							end
							CLOSE <= 1'b1;
							abertura <= 1'b0;
                end
                3'b100: begin  
                    display0 <= E;
                    display1 <= F;
                    display2 <= ONE;     
                    display3 <= E;       
                    display4 <= OFF;
                    display5 <= OFF;
                    CLOSE <= 1'b1;
                    abertura <= 1'b0;
                end
                3'b101: begin  
                    display0 <= E;
                    display1 <= F;
                    display2 <= TWO;     
                    display3 <= E;       
                    display4 <= OFF;
                    display5 <= OFF;
                    CLOSE <= 1'b1;
                    abertura <= 1'b0;
                end
                3'b110: begin  
                    display0 <= E;
                    display1 <= F;
                    display2 <= L;       
                    display3 <= B;       
                    display4 <= OFF;
                    display5 <= OFF;
                    CLOSE <= 1'b1;
                    abertura <= 1'b0;
                end
                3'b111: begin  
                    display0 <= B;
                    display1 <= A;
                    display2 <= M;       
                    display3 <= E;       
                    display4 <= OFF;
                    display5 <= OFF;
                    CLOSE <= 1'b0;
                    abertura <= 1'b1;
                end
                default: begin
                    display0 <= OFF;
                    display1 <= OFF;
                    display2 <= OFF;
                    display3 <= OFF;
                    display4 <= OFF;
                    display5 <= OFF;
                    CLOSE <= 1'b0;
                    abertura <= 1'b0;
                end
            endcase
            dp0 <= 1'b1;   
            dp1 <= 1'b1;   
            dp2 <= 1'b1;   
            dp3 <= 1'b1;   
            dp4 <= 1'b1;   
            dp5 <= 1'b1;   
        end
    end
endmodule
module state_machine (
    input wire clk, reset,
    input wire A, B,               
    input wire [3:0] senha,        
    input wire SAF, H, reset_senha, 
    output reg [2:0] estado_atual, 
	 output reg [2:0] estado_anterior,  
    output wire SPA, SPN,          
    output reg [3:0] senha_armazenada  
);
    localparam AB = 3'b000,   
               AL = 3'b001,   
               PF = 3'b010,   
               FE = 3'b011,   
               E1 = 3'b100,   
               E2 = 3'b101,   
               BL = 3'b110,   
               EM = 3'b111;   
    reg [2:0] prox_estado;
    reg modo_remoto_ativado;
    reg B_antigo;
    wire pulso;
    reg A_sync, A_sync_d1;
    wire A_clean;
    always @(posedge clk or posedge reset) begin
        if (reset) begin
            B_antigo <= 1'b1;
            A_sync <= 1'b0;
            A_sync_d1 <= 1'b0;
        end else begin
            B_antigo <= B;
            A_sync <= A;
            A_sync_d1 <= A_sync;
        end
    end
    assign pulso = (B_antigo == 1'b1 && B == 1'b0);
    assign A_clean = A_sync;  
    always @(posedge clk or posedge reset) begin
        if (reset) begin
            estado_atual <= FE;
				estado_anterior <= AL;
            senha_armazenada <= 4'b0000;
        end else begin
            estado_atual <= prox_estado;
				if (prox_estado == FE && estado_atual == AL)
						estado_anterior <= AL;
				else if (prox_estado == FE && estado_atual == PF)
						estado_anterior <= PF;
				else if (prox_estado == AB || prox_estado == EM || prox_estado == E1 || prox_estado == E2 || prox_estado == BL)
						estado_anterior <= AL; 
            if (estado_atual == AL && pulso && reset_senha && !A_clean)
                senha_armazenada <= senha;
            if (estado_atual == PF && pulso)
                modo_remoto_ativado <= SAF;
            else if (prox_estado == AB)
                modo_remoto_ativado <= 1'b0;
        end
    end
    always @(*) begin
        prox_estado = estado_atual;
        case (estado_atual)
            AB: begin
                if (pulso) begin
                    if (!A_clean)
                        prox_estado = AL;
                    else
                        prox_estado = PF;
                end
            end
            AL: begin
                if (A_clean)  
                    prox_estado = PF;
                else if (pulso)  
                    prox_estado = FE;
                else
                    prox_estado = AL;  
            end
            PF: begin
                if (!A_clean)  
                    prox_estado = AL;
                else if (pulso && SAF)  
                    prox_estado = FE;
                else
                    prox_estado = PF;  
            end
            FE: begin
                if (pulso) begin
                    if (modo_remoto_ativado && SAF)
                        prox_estado = AB;   
                    else if (modo_remoto_ativado && !SAF)
                        prox_estado = FE;   
                    else if (!modo_remoto_ativado && senha == senha_armazenada)
                        prox_estado = AB;   
                    else if (!modo_remoto_ativado)
                        prox_estado = E1;   
                end else begin
                    prox_estado = FE;   
                end
            end
            E1: begin  
                if (pulso) begin
                    if (senha == senha_armazenada)
                        prox_estado = AB;
                    else
                        prox_estado = E2;  
                end
            end
            E2: begin
                if (pulso) begin
                    if (senha == senha_armazenada)
                        prox_estado = AB;
                    else
                        prox_estado = BL;  
                end
            end
            BL: begin
                if (H)
                    prox_estado = EM;  
            end
            EM: begin
					 prox_estado = EM;
            end
            default: prox_estado = AB;
        endcase
    end
    assign SPA = (estado_atual == AL || estado_atual == PF || estado_atual == FE || estado_atual == E1 || estado_atual == E2 || estado_atual == BL);  
	 assign SPN = SPA;  
endmodule
```
`flow/run.sh`:
```
#!/bin/bash
# OpenROAD 26Q1-2900-gdf79404cd8, Yosys 0.63+post, stock flow scripts
make -C /OpenROAD-flow-scripts/flow DESIGN_CONFIG=/design/flow/config.mk WORK_HOME=/design/flow/orfs finish
```
`flow/config.mk`:
```
export PLATFORM = sky130hd
export DESIGN_NAME = cofre_digital2
export DESIGN_NICKNAME = cofre_digital2
export VERILOG_FILES = /design/flow/design.v
export SDC_FILE = /design/flow/constraint.sdc
export NUM_CORES = 4
export LEC_CHECK = 1
export CORE_AREA = 10 10 103 103
export DIE_AREA = 0 0 113 113
```
`flow/constraint.sdc`:
```
current_design cofre_digital2

set clk_period 2.4
set clk_io_pct 0.2

create_clock -name clk0 -period $clk_period [get_ports {clk}]

set non_clock_inputs [all_inputs -no_clocks]
set_input_delay [expr $clk_period * $clk_io_pct] -clock clk0 $non_clock_inputs
set_output_delay [expr $clk_period * $clk_io_pct] -clock clk0 [all_outputs]
```
==> flow_summary_export.csv <==
group,metric,value,unit
run_status,status,"completed",
floorplanning,rows,33,
synth,top_cells_by_count,"buf_4 (41), dfxtp_1 (21), nand2_1 (13), inv_1 (10), o21ai_0 (8)",
setup_path,end_kind,"output pin",
global_routing,grt_use_met1,6.351,%
worst_hold_path,hold_class,"flip-flop to async pin",
synth,yosysUniqueCellTypes,32,
setup_path,crit_type,"flip-flop to output pin",
setup_path,crit_arrival,1730,ps
synth,ys_async_sr_fraction,29.03,%
global_routing,grt_pass1_vias,1044,
place,port_buffers,56,
setup_path,max_stage_delay,600,ps
clocking,clock_latency,280,ps
clocking,clkTransAtPathRegs,70,ps
detailed_routing,first_iter_violations,65,
clocking,cts_made_buffers,5,
detailed_routing,routed_wirelength,3424,um
global_routing,overflow,0,
sta,fin_crit_sh,92.04,%
detailed_routing,num_vias,987,
setup_path,critPathMaxFanout,8,
sta,fin_worst_skew,4.078,ps
clocking,clockRootBuffer,"clkbuf_8",
clocking,clock_path_buffers,2,
global_routing,grtUsageMet2,7.796,%
clocking,ctsHoldBuffers,0,
detailed_routing,drc,0,
synth,yosys_cells,143,
finish,num-fill-cells,858,
synth,synth_flops,31,
power,p_leak,0.0008737,uW
floorplanning,fp.dieH,113,um
detailed_routing,num_antenna_cells,0,
detailed_routing,wl_per_cell,11.85,um
global_routing,grt_pass1_wl,5416,um
sta,fmaxAchievable,452.7,MHz
synth,ys.flop_type,"dfxtp_1",
clocking,cts_max_level,2,
synth,netlist_instances,143,
detailed_routing,vias_per_cell,3.415,
global_routing,globalRouteTotalUtil,5.116,%
setup_path,required,1920,ps
synth,yosys_warnings,6,
synth,yosysTopAreaCellShare,28.89,%
global_routing,antenna_found_initial,0,
floorplanning,fp.coreArea,8299,sq um
power,max-vdd-ir-drop,0.3896,mV
clocking,cts.sinks,31,
global_routing,busiest_layer,"met2",
place,gp_congestion,0.7670,
floorplanning,initCoreUtil,17.53,%
setup_path,r2r.worst_path.cells,5,
setup_path,cp-start-kind,"flip-flop",
synth,yosysSeqAreaShare,46.69,%
detailed_routing,first_pass_iters,5,
sta,finalMaxSlewViolations,0,
place,place_hpwl,2772,um
floorplanning,die_width,113,um
synth,synth.most_common_cell,"buf_4",
synth,top_cells_by_area,"dfxtp_1 (29%), buf_4 (21%), dfrtp_1 (10%)",
finish,layout-drive-gt1-share,17.93,%
job,maxCapViolCount,0,
finish,syn2layout_area_growth,40.07,%
sta,finalSetupViolations,0,
clocking,cts_tree,"yes",
synth,synth_area_leader_cell,"dfxtp_1",
floorplanning,io_pins,72,
synth,postSynthAreaPerCell,10.18,sq um
synth,synth-edff-count,1,
detailed_routing,ant_nets,0,
finish,fin_util,24.56,%
sta,rsz0062_at_grt,"false",
setup_path,cp_slowest_cell,"dfstp_2",
floorplanning,dieArea,12770,sq um
synth,netlist_area,1455,sq um
synth,synth_chip_area,1455,sq um
global_routing,grt_max_degree,13,
power,cellPowerDensity,916.1,nW/um^2
sta,hold_violations,0,
job,warnings,25,
sta,tns,0,ps
setup_path,path_cells,"or2_2 > o21ai_2 > inv_1 > clkdlybuf4s50_1",
sta,period_minus_slack,2209,ps
global_routing,global_route.usage.met3,2.885,%
[area by class of cell]
| type | instances | area [sq um] | share of cell area (%) |
|---|---|---|---|
| multi-input cells | 73 | 471.7 | 23.14 |
| clock inverters | 1 | 5.005 | 0.2455 |
| inverters | 10 | 37.54 | 1.842 |
| clock buffers | 7 | 107.6 | 5.279 |
| well taps | 105 | 131.4 | 6.446 |
| repair buffers | 62 | 605.6 | 29.71 |
| flip-flops and latches | 31 | 679.4 | 33.33 |
[critical path, delay by kind of cell (launching register included)]
kind                   cells  cell delay [ps]
buffers and inverters      2              580
AND-OR/OR-AND              1               70
flip-flops                 1              600
AND/OR/NAND/NOR            1              200
[sequential cells by signal (all words and copies together), names as in the netlist, 2 cells and up]
name	count
od.display3	3
sm.estado_atual	3
od.display5	2
od.display2	6
sm.senha_armazenada	4
od.display0	3
[what timing repair did]
item | CTS | global route
setup endpoints to repair | 0 | 2
setup buffers | 0 | 4
gates resized | 0 | 2
[where the power goes]
| part | switching [uW] | internal (uW) |
|---|---|---|
| Clock | 191 | 294 |
| Combinational | 231 | 424 |
| Sequential | 74.1 | 653 |
| Total | 496 | 1370 |
[stage by stage]
stage / instances / cell area (sq um) / hold WS (ps) / setup slack [ps] / total power [uW]
2_1_floorplan: 156 / 1504 / 106.3 / 642.3 / 1005
3_3_place_gp: 277 / 1892 / 145.2 / 66.61 / 1357
3_5_place_dp: 277 / 1892 / 149.9 / 40.96 / 1361
4_1_cts: 285 / 2004 / 151.7 / 4.971 / 1857
5_1_grt: 289 / 2038 / 174.5 / 52.50 / 2008
6_report: 289 / 2038 / 144.9 / 191.1 / 1867
[final timing paths]
path	endpoint	from	slack, ps
worst max-delay path	SPN	sm.estado_atual[0]	190
worst min-delay path	sm.senha_armazenada[0]	rst_sync_d1	140
worst max register to register	sm.modo_remoto_ativado	sm.estado_atual[1]	500
worst min register to register	sm.senha_armazenada[0]	rst_sync_d1	140
max in group asynchronous	sm.B_antigo	rst_sync	1900
min in group clk0	rst_sync_d1	rst_sync	350
[cell families after synthesis]
family	share of synthesized area (%)
other	0.5161
buffers and inverters	24.51
multiplexers	3.095
flip-flops	46.69
AND-OR/OR-AND	9.631
XOR/XNOR	4.471
AND/OR/NAND/NOR	11.09
[cells in the final DEF (no fill, tap or decap), drive strengths merged]
cell type,synthesis,routed
a41oi,1,1
xnor2,4,4
o41ai,1,1
edfxtp,1,1
inv,10,10
and3,1,1
or3,1,1
conb,2,15
nor2,7,7
nand4,2,2
o2111ai,2,2
a311oi,1,1
and2,3,3
a31oi,1,1
a21oi,2,2
buf,42,6
clkinv,0,1
nand2,13,13
clkbuf,0,7
nand2b,2,2
dfxtp,21,21
o211ai,1,1
and2b,1,1
dfstp,3,3
dfrtp,6,6
o21ai,9,9
a311o,1,1
clkdlybuf4s50,0,56
or2,1,1
mux2,4,4
[routing by layer]
layer / part of all wire (%) / vias up
met5: 0 / -
met4: 0 / 0
met3: 15 / 0
met2: 43 / 63
met1: 42 / 436
li1: - / 488
Power figures rest on the tool's default switching activity, not on a simulated workload.
